[./config.mk]
export PLATFORM = sky130hd
export DESIGN_NAME = part1
export DESIGN_NICKNAME = part1
export VERILOG_FILES = /design/flow/design.v
export SDC_FILE = /design/flow/constraint.sdc
export NUM_CORES = 4
export LEC_CHECK = 1
export CORE_AREA = 10 10 70 70
export DIE_AREA = 0 0 80 80
[./constraint.sdc]
current_design part1

set clk_period 1.4
set clk_io_pct 0.2

create_clock -name clk0 -period $clk_period [get_ports {Clock}]

set non_clock_inputs [all_inputs -no_clocks]
set_input_delay [expr $clk_period * $clk_io_pct] -clock clk0 $non_clock_inputs
set_output_delay [expr $clk_period * $clk_io_pct] -clock clk0 [all_outputs]
[./design.v]
module part1(Clock, Enable, Clear_b, CounterValue);
    input Clock, Enable, Clear_b;
    output [7:0] CounterValue;
    wire Q1, Q2, Q3, Q4, Q5, Q6, Q7, Q8;  
    wire E1, E2, E3, E4, E5, E6, E7;  
    assign E1 = Enable & Q1;  
    assign E2 = E1 & Q2;
    assign E3 = E2 & Q3;
    assign E4 = E3 & Q4;
    assign E5 = E4 & Q5;
    assign E6 = E5 & Q6;
    assign E7 = E6 & Q7;
    tFF u1(.enable(Enable), .clock(Clock), .Q(Q1), .clear_b(Clear_b));
    tFF u2(.enable(E1), .clock(Clock), .Q(Q2), .clear_b(Clear_b));  
    tFF u3(.enable(E2), .clock(Clock), .Q(Q3), .clear_b(Clear_b));
    tFF u4(.enable(E3), .clock(Clock), .Q(Q4), .clear_b(Clear_b));
    tFF u5(.enable(E4), .clock(Clock), .Q(Q5), .clear_b(Clear_b));
    tFF u6(.enable(E5), .clock(Clock), .Q(Q6), .clear_b(Clear_b));
    tFF u7(.enable(E6), .clock(Clock), .Q(Q7), .clear_b(Clear_b));
    tFF u8(.enable(E7), .clock(Clock), .Q(Q8), .clear_b(Clear_b));  
    assign CounterValue = {Q8, Q7, Q6, Q5, Q4, Q3, Q2, Q1};
endmodule
module tFF(enable, clock, Q, clear_b);
    input enable, clock, clear_b;
    output reg Q;
    always@(posedge clock, negedge clear_b)
    begin
        if(clear_b == 1'b0)  
            Q <= 1'b0;  
        else if (enable == 1'b1)
            Q <= ~Q;  
        else
            Q <= Q;  
    end
endmodule
[./run.sh]
#!/bin/bash
# OpenROAD 26Q1-2900-gdf79404cd8, Yosys 0.63+post, stock flow scripts
make -C /OpenROAD-flow-scripts/flow DESIGN_CONFIG=/design/flow/config.mk WORK_HOME=/design/flow/orfs finish
==> metrics.txt <==
# HELP chip_impl_metric Yosys and OpenROAD flow results
# TYPE chip_impl_metric gauge
chip_impl_metric{name="vias_in_the_first_global_route",unit=""} 289
chip_impl_metric{name="stage_log_warnings",unit=""} 25
chip_impl_metric{name="power_leakage",unit="nW"} 0.283
chip_impl_info{name="cp-end-kind",value="output port"} 1
chip_impl_info{name="status",value="finished, final reports clean"} 1
chip_impl_metric{name="htree_num_levels",unit=""} 1
chip_impl_info{name="worst_path_max_delay_cell",value="sky130_fd_sc_hd__clkdlybuf4s50_1"} 1
chip_impl_metric{name="grt.met1_usage",unit="%"} 3.92
chip_impl_metric{name="syn_inst",unit=""} 35
chip_impl_info{name="synthTopCellsByArea",value="sky130_fd_sc_hd__dfrtp_1, sky130_fd_sc_hd__buf_4, sky130_fd_sc_hd__xnor2_1"} 1
chip_impl_metric{name="drc_errors",unit=""} 0
chip_impl_info{name="synth.largest_area_cell",value="sky130_fd_sc_hd__dfrtp_1"} 1
chip_impl_metric{name="dp_hpwl",unit="um"} 571
chip_impl_info{name="start_kind",value="flip-flop"} 1
chip_impl_metric{name="critical_path_buf_inv_count",unit=""} 1
chip_impl_metric{name="design.portCount",unit=""} 11
chip_impl_metric{name="post-route-min-period",unit="ns"} 1.34
chip_impl_info{name="tritoncts_clock_tree",value="yes"} 1
chip_impl_metric{name="vdd_ir_drop_max",unit="mV"} 0.753
chip_impl_metric{name="cts-buffers-inserted",unit=""} 3
chip_impl_metric{name="finish.utilization",unit="%"} 17.4
chip_impl_metric{name="floorplan.die.width",unit="um"} 80
chip_impl_info{name="ys_dominant_reg_cell",value="sky130_fd_sc_hd__dfrtp_1"} 1
chip_impl_metric{name="synth-warning-count",unit=""} 1
chip_impl_metric{name="layout_cell_share_with_drive_strength_beyond_1",unit="%"} 28.6
chip_impl_metric{name="totalPowerFinal",unit="mW"} 1.13
chip_impl_metric{name="period_used_share",unit="%"} 95.8
chip_impl_metric{name="ys_async_rst_share",unit="%"} 100
chip_impl_metric{name="cap_violations",unit=""} 0
chip_impl_metric{name="final_routed_wire_length_divided_by_cell_count",unit="um"} 8.33
chip_impl_metric{name="grt_antenna_before_repair",unit=""} 0
chip_impl_metric{name="fill_cells",unit=""} 379
chip_impl_info{name="grt_busiest_layer",value="met1"} 1
chip_impl_info{name="critical_path.cell_chain",value="clkdlybuf4s50_1"} 1
chip_impl_metric{name="floorplan.initialDensity",unit="%"} 11.6
chip_impl_metric{name="synth_flops",unit=""} 8
chip_impl_metric{name="grt_first_pass_wirelength",unit="um"} 1370
chip_impl_metric{name="core-area",unit="um^2"} 3420
chip_impl_metric{name="grt_met2_use",unit="%"} 2.81
chip_impl_metric{name="drt-initial-drc-count",unit=""} 19
chip_impl_metric{name="timing.final.ws_setup",unit="ns"} 0.0585
chip_impl_metric{name="globalplace.congestion",unit=""} 0.787
chip_impl_metric{name="route.antenna.diode_count",unit=""} 0
chip_impl_metric{name="clock_sinks",unit=""} 8
chip_impl_metric{name="detailedRoute.firstPassIterationCount",unit=""} 2
chip_impl_metric{name="grt-ovfl-total",unit=""} 0
chip_impl_metric{name="cts.path.max_buffers",unit=""} 2
chip_impl_metric{name="max_slew.worst_pin.slew",unit="ns"} 0.351
chip_impl_metric{name="cp_max_fo",unit=""} 2
chip_impl_metric{name="arrival_time_of_data_at_the_critical_path_endpoint",unit="ns"} 1.06
chip_impl_metric{name="clk_pin_slew",unit="ns"} 0.05
chip_impl_metric{name="grt_usage",unit="%"} 2.84
chip_impl_metric{name="number_of_max_slew_violations_in_the_final_report",unit=""} 0
chip_impl_metric{name="routed-via-count",unit=""} 265
chip_impl_metric{name="finalSetupViolCount",unit=""} 0
chip_impl_metric{name="power_density",unit="nW/um^2"} 1910
chip_impl_metric{name="clock_insertion_delay_worst_skew",unit="ns"} 0.25
chip_impl_metric{name="fin_skew",unit="ns"} 0.00472
chip_impl_metric{name="syn_to_final_growth",unit="%"} 49.1
chip_impl_info{name="worst-setup-path-type",value="flip-flop to output port"} 1
chip_impl_info{name="yosys-top-cells-count",value="sky130_fd_sc_hd__buf_4, sky130_fd_sc_hd__dfrtp_1, sky130_fd_sc_hd__xnor2_1, sky130_fd_sc_hd__xor2_1, sky130_fd_sc_hd__nor2_1"} 1
chip_impl_metric{name="yosys.area.top_type_share",unit="%"} 50.3
chip_impl_metric{name="syn-mean-instance-area",unit="um^2"} 11.4
chip_impl_metric{name="chip_area",unit="um^2"} 6400
chip_impl_metric{name="max_slew_margin",unit="%"} 76.5
chip_impl_metric{name="route.antenna.remaining_nets",unit=""} 0
chip_impl_info{name="clk_tree_root_cell",value="sky130_fd_sc_hd__clkbuf_4"} 1
chip_impl_metric{name="count_of_instantiated_cells_in_the_yosys_netlist",unit=""} 35
chip_impl_info{name="rsz_0062_raised_after_global_routing",value="false"} 1
chip_impl_metric{name="sequential_cell_area",unit="um^2"} 200
chip_impl_metric{name="routed_wirelength",unit="um"} 791
chip_impl_metric{name="worstPathRequired",unit="ns"} 1.12
chip_impl_metric{name="timing_hold_violations_final",unit=""} 0
chip_impl_metric{name="maximum_number_of_pins_on_one_net_before_global_route_repair",unit=""} 9
chip_impl_metric{name="mappedNetlistArea",unit="um^2"} 398
chip_impl_info{name="hold_class",value="input pin to asynchronous set/reset pin"} 1
chip_impl_metric{name="post_drt_via_cell_ratio",unit=""} 2.79
chip_impl_metric{name="yosys.stat.chipArea",unit="um^2"} 398
chip_impl_metric{name="grt_use_met3",unit="%"} 3.18
chip_impl_metric{name="ys_seq_share",unit="%"} 50.3
chip_impl_metric{name="synth-edff-count",unit=""} 0
chip_impl_metric{name="synth_cell_types",unit=""} 10
chip_impl_info{name="worst_path_dominant_cell_family",value="buffers and inverters"} 1
chip_impl_metric{name="fmaxAchievable",unit="MHz"} 745
chip_impl_metric{name="placement.setup.worst_slack",unit="ns"} 0.00735
chip_impl_metric{name="tns",unit="ns"} 0
chip_impl_metric{name="final.hold.worst_slack",unit="ns"} 0.304
chip_impl_metric{name="io_buffer_count",unit=""} 10
chip_impl_metric{name="row_count",unit=""} 21
chip_impl_metric{name="critical_path_max_stage_delay",unit="ns"} 0.47
chip_impl_metric{name="die-height",unit="um"} 80
chip_impl_metric{name="combGateArea",unit="um^2"} 130
## registers in the layout, summed over array words and instances, names as in the netlist
name	flops
u5.Q	1
u6.Q	1
u1.Q	1
u3.Q	1
u8.Q	1
u7.Q	1
u2.Q	1
u4.Q	1
## area by class of cell
class                      instances  share of cell area [%]
timing repair buffer              19                    29.5
sequential                         8                    33.8
tap                               46                    9.70
clock buffer                       3                    3.80
multi-input combinational         17                    21.9
inverter                           2                    1.27
## cell usage in the layout (no fill, tap or decap), drive strengths merged
cell	n
dlymetal6s2s	3
nand4	1
clkbuf	3
nor3	1
inv	2
xnor2	4
nand2	2
dfrtp	8
buf	9
nand3	2
xor2	4
nor2	3
clkdlybuf4s50	7
## power by group
part	internal, mW	switching (mW)	total, mW
clock	0.0976	0.0716	0.169
combinational	0.369	0.204	0.573
sequential	0.336	0.0568	0.393
## worst register-to-register path: stages, from the launching register on
cell and delay, ns:
sky130_fd_sc_hd__dfrtp_1 0.36, sky130_fd_sc_hd__buf_4 0.11, sky130_fd_sc_hd__buf_4 0.12, sky130_fd_sc_hd__nand4_4 0.15, sky130_fd_sc_hd__nor3_2 0.20, sky130_fd_sc_hd__xor2_1 0.15
## per-stage QoR
stage	cells	area, um^2
5_1_grt	95	593
2_1_floorplan	35	398
4_1_cts	93	571
3_3_place_gp	86	518
3_5_place_dp	86	518
6_report	95	593
## worst paths after layout
| kind | start | to | slack [ns] | cells after the start |
|---|---|---|---|---|
| max | u5.Q | CounterValue[4] | 0.06 | 1 |
| min | Clear_b | u6.Q | 0.30 | 1 |
| max reg2reg | u2.Q | u8.Q | 0.24 | 5 |
| min reg2reg | u8.Q | u8.Q | 0.54 | 2 |
| max in group asynchronous | Clear_b | u4.Q | 0.84 | 1 |
| min in group clk0 | u8.Q | u8.Q | 0.54 | 2 |
## kinds of logic (layout without fill, tap and decap cells)
logic type,Yosys count,count (layout),synth area share (%)
buffers and inverters,10,24,17.0
XOR/XNOR,8,8,17.6
flip-flops,8,8,50.3
AND/OR/NAND/NOR,9,9,15.1
## metal layers
metal,vias to the layer above,routed length [um],share of wire (%)
met5,-,0,0
met4,0,0,0
met3,0,155,20
met2,12,231,29
met1,122,404,51
li1,131,-,-
## timing repair
action                     4_1_cts  5_1_grt
hold endpoints to repair         0        0
hold buffers                     0        0
setup endpoints to repair        4        4
cloned                           0        0
gates resized                    0        3
setup buffers                    4        2
Power figures rest on the tool's default switching activity, not on a simulated workload.
