==> /design/flow/design.v <==
`timescale 1ns / 1ns  
module part2(a, b, c_in, s, c_out);
    input [3:0] a;
	input [3:0] b;
    input c_in;
    output c_out;
	output [3:0] s;
    wire c1, c2, c3;
    fulladder u0(a[0], b[0], c_in, s[0], c1);
	fulladder u1(a[1], b[1], c1, s[1], c2);
	fulladder u2(a[2], b[2], c2, s[2], c3);
	fulladder u3(a[3], b[3], c3, s[3], c_out);
endmodule
module fulladder(a,b,c_in,sum,c_out);
	input a,b,c_in;
    output c_out, sum;
	assign c_out = a * b + c_in * a + c_in * b;
	assign sum = c_in ^ a ^ b;
endmodule
==> /design/flow/run.sh <==
#!/bin/bash
# OpenROAD 26Q1-2900-gdf79404cd8, Yosys 0.63+post, stock flow scripts
make -C /OpenROAD-flow-scripts/flow DESIGN_CONFIG=/design/flow/config.mk WORK_HOME=/design/flow/orfs finish
==> /design/flow/config.mk <==
export PLATFORM = sky130hd
export DESIGN_NAME = part2
export DESIGN_NICKNAME = part2
export VERILOG_FILES = /design/flow/design.v
export SDC_FILE = /design/flow/constraint.sdc
export NUM_CORES = 4
export LEC_CHECK = 1
export CORE_AREA = 10 10 70 70
export DIE_AREA = 0 0 80 80
==> /design/flow/constraint.sdc <==
current_design part2

set clk_period 2.2
set clk_io_pct 0.2

create_clock -name clk0 -period $clk_period

set non_clock_inputs [all_inputs -no_clocks]
set_input_delay [expr $clk_period * $clk_io_pct] -clock clk0 $non_clock_inputs
set_output_delay [expr $clk_period * $clk_io_pct] -clock clk0 [all_outputs]
==> run summary <==
run results: DRT antenna net count=0, crit path setup slack, layout=-0.327 ns, Residual DRC=0, Vias=124, fp util=0.0432, # rows=21, area reported by Yosys stat=148 µm², Pre-antenna DRT Iters=1, LEAKAGE=0.138 nW, dpl cell area=320 µm², cts hold-fix bufs=0, Vias/cell=1.68, Tot GR Track Use=0.0165, Yosys warning total=0, status=finished with violations, # setup viols final=2, Req. time, crit path=1.76 ns, routed wire length=504 µm, Slew @ Worst Pin=0.0948 ns, synthesized area=148 µm², pwr/cell area=187 nW/µm², failing checks=negative setup slack, post-route minimum period=2.53 ns, P&R area growth vs syn=114%, Finished Cell Area=315 µm², share of layout cells above drive strength 1=0.571, Die Span Y=80 µm, DP Worst Slack=-1.06 ns, Port Buf Inserts=14, fin. max-slew vios=0, n_diodes=0, critical setup path kind=input port to output pin, grt total ovfl=0, die x size=80 µm, first-pass GRT wire length=807 µm, Iter 0 DRT Violations=0, Distinct lib cells used=3, CP Capture Type=output pin, # IOs=14, crit start category=input port, core area=3420 µm², vias in the first global route=152, Avg Inst Size Synth=8.20 µm², area leader, netlist=fa_1, Tightest Hold Check Type=input port to output pin, largest net degree at the start of global routing=2, tool warning count=35, Yosys Instances=18, max cap viols=0, top cells by area=fa_1, inv_1, buf_4, Setup Buffers After CTS=0, DPL Wire Length=509 µm, f_max=0.396 GHz, GP Congestion=0.655, FF/Latch Area=0 µm², RSZ-0062 raised after global routing=true, DR WL/cell=6.81 µm, CLK BUF=0, Final period util=1.15, register area share after synthesis=0, initial antenna violation count=0, Data arrival, critical path=2.09 ns, Cells after Synth=18, Yosys top cell by instances=inv_1, worst-path fanout max=1, final core occ=0.0923, Worst IR Drop VDD=0.0000163 V, Fin. Hold Viols=0, Top cell area share=0.542, die area=6400 µm², Seq Cell Count=0, slew margin rel.=0.937, synth cell count leaders=inv_1, buf_4, fa_1
==> metal layers <==
metal | wire, µm | part of all wire | GRT usage | up-vias
met4 | 0 | 0 | 0 | 0
met5 | 0 | 0 | 0 | -
met3 | 93 | 0.18 | 0.0136 | 0
li1 | - | - | - | 60
met1 | 194 | 0.38 | 0.0195 | 56
met2 | 216 | 0.43 | 0.0241 | 8
==> cell usage in the layout, fill, tap and decap left out, drive strengths merged <==
| master | Yosys | layout |
|---|---|---|
| buf | 4 | 6 |
| clkdlybuf4s50 | 0 | 5 |
| fa | 4 | 4 |
| dlygate4sd2 | 0 | 3 |
| inv | 10 | 10 |
==> worst paths after layout <==
kind              startpoint   end  slack, ns  depth (start not counted)
hold / removal          b[1]  s[1]       1.50                          3
setup / recovery        a[0]  s[3]      -0.33                         10
==> power by group <==
part	total (mW)	internal (mW)	switching (mW)	leakage, nW
clock network	0	0	0	0
registers	0	0	0	0
logic	0.0589	0.0377	0.0212	0.138
total	0.0589	0.0377	0.0212	0.138
==> final cells by class <==
cell class / count / area (µm²)
fill: 411 / 3100
inverter: 10 / 42.5
multi-input combinational: 4 / 90.1
tap: 46 / 57.6
timing repair buffer: 14 / 125
==> worst max-delay path, cell delays in order <==
cell and delay (ns):
buf_6 0.09, inv_4 0.04, fa_2 0.19, inv_2 0.04
fa_2 0.33, fa_2 0.34, inv_2 0.06, fa_2 0.43
inv_2 0.05, buf_2 0.08
==> per-stage QoR <==
| stage | hold slack [ns] | setup TNS [ns] | cells | power, mW |
|---|---|---|---|---|
| 3_3_place_gp | 1.96 | -3.51 | 74 | 0.0675 |
| 6_report | 1.50 | -0.401 | 74 | 0.0589 |
| 2_1_floorplan | 1.11 | -0.182 | 18 | 0.0318 |
| 4_1_cts | 1.50 | -0.612 | 74 | 0.0605 |
| 3_5_place_dp | 1.96 | -3.52 | 74 | 0.0685 |
| 5_1_grt | 1.55 | -0.563 | 74 | 0.0690 |
==> kinds of logic after synthesis <==
family | share of synthesized area
adders and majority gates | 0.542
buffers and inverters | 0.458
==> timing repair <==
item / CTS / global route
gates resized: 34 / 2
endpoints found under the setup margin: 5 / 3
pin swaps: 4 / 4
No activity file was given, so power comes from the tool's default toggle rates.
