[design/flow/design.v]
`timescale 1ns / 1ns  
module part3(HEX0, SW);
    input [3:0] SW;
    output [6:0] HEX0;
    hex_decoder u1(.c(SW), .display(HEX0));
endmodule
module hex_decoder(c, display);
	input [3:0] c;
	output [6:0] display;
	assign display[0] = ~((c[3] | c[2] | c[1] | ~c[0])&(c[3] | ~c[2] | c[1] | c[0])&(~c[3] | c[2] | ~c[1] | ~c[0])&(~c[3] | ~c[2] | c[1] | ~c[0]));
	assign display[1] = ~((c[3] | ~c[2] | c[1] | ~c[0])&(c[3] | ~c[2] | ~c[1] | c[0])&(~c[3] | c[2] | ~c[1] | ~c[0])&(~c[3] | ~c[2] | c[1] | c[0])&(~c[3] | ~c[2] | ~c[1] | c[0])&(~c[3] | ~c[2] | ~c[1] | ~c[0]));
	assign display[2] = ~((c[3] | c[2] | ~c[1] | c[0])&(~c[3] | ~c[2] | c[1] | c[0])&(~c[3] | ~c[2] | ~c[1] | c[0])&(~c[3] | ~c[2] | ~c[1] | ~c[0]));
	assign display[3] = ~((c[3] | c[2] | c[1] | ~c[0])&(c[3] | ~c[2] | c[1] | c[0])&(c[3] | ~c[2] | ~c[1] | ~c[0])&(~c[3] | c[2] | ~c[1] | c[0])&(~c[3] | ~c[2] | ~c[1] | ~c[0]));
	assign display[4] = ~((c[3] | c[2] | c[1] | ~c[0])&(c[3] | c[2] | ~c[1] | ~c[0])&(c[3] | ~c[2] | c[1] | c[0])&(c[3] | ~c[2] | c[1] | ~c[0])&(c[3] | ~c[2] | ~c[1] | ~c[0])&(~c[3] | c[2] | c[1] | ~c[0]));
	assign display[5] = ~((c[3] | c[2] | c[1] | ~c[0])&(c[3] | c[2] | ~c[1] | c[0])&(c[3] | c[2] | ~c[1] | ~c[0])&(c[3] | ~c[2] | ~c[1] | ~c[0])&(~c[3] | ~c[2] | c[1] | ~c[0]));
	assign display[6] = ~((c[3] | c[2] | c[1] | c[0])&(c[3] | c[2] | c[1] | ~c[0])&(c[3] | ~c[2] | ~c[1] | ~c[0])&(~c[3] | ~c[2] | c[1] | c[0]));
endmodule
[design/flow/constraint.sdc]
current_design part3

set clk_period 1.1
set clk_io_pct 0.2

create_clock -name clk0 -period $clk_period

set non_clock_inputs [all_inputs -no_clocks]
set_input_delay [expr $clk_period * $clk_io_pct] -clock clk0 $non_clock_inputs
set_output_delay [expr $clk_period * $clk_io_pct] -clock clk0 [all_outputs]
[design/flow/config.mk]
export PLATFORM = sky130hd
export DESIGN_NAME = part3
export DESIGN_NICKNAME = part3
export VERILOG_FILES = /design/flow/design.v
export SDC_FILE = /design/flow/constraint.sdc
export NUM_CORES = 4
export LEC_CHECK = 1
export CORE_AREA = 10 10 70 70
export DIE_AREA = 0 0 80 80
[design/flow/run.sh]
#!/bin/bash
# OpenROAD 26Q1-2900-gdf79404cd8, Yosys 0.63+post, stock flow scripts
make -C /OpenROAD-flow-scripts/flow DESIGN_CONFIG=/design/flow/config.mk WORK_HOME=/design/flow/orfs finish
==> GITHUB_STEP_SUMMARY <==
### Yosys + OpenROAD results

| Metric | Value |
|---|---|
| Fp util | 0.0652 |
| Pre-CTS worst setup slack | -1.05 ns |
| AO/OA Area Share | 0.326 |
| Gpl congestion | 0.729 |
| Count of clock buffers in the final design | 0 |
| Max-slew violation count | 0 |
| Layout cells sized above 1 | 0.553 |
| Setup ws final | -0.210 ns |
| Crit-path max FO | 8 |
| Bufs and invs on worst path | 2 |
| Period Utilization, post-route | 1.19 |
| Drt initial violations | 35 |
| Final setup fails | 7 |
| Power, Total | 0.000152 W |
| First-pass GRT wire length | 1.32 mm |
| Crit path time final | 1.31 ns |
| Synth Cell Area | 223 µm² |
| Number of diodes | 0 |
| Status | complete, but fails checks |
| Critical path startpoint category | input pin |
| Layout area overhead | 106% |
| Hold Path Class | input pin to output pin |
| Final Hold Viols | 0 |
| Average wire per standard cell | 8.83 µm |
| Register share after synthesis | 0 |
| Seq_cells | 0 |
| Seq pwr share | 0 |
| Fin util | 0.134 |
| Cells in synth_stat.txt | 32 |
| Int Pwr | 0.0000919 W |
| Pre-antenna DRT Iters | 2 |
| Clock power share | 0 |
| Num rows | 21 |
| Routed Antenna Nets | 0 |
| Slowest stage cell, crit path | or4b_4 |
| Logic family by area | simple AND/OR/NAND/NOR gates |
| Maximum clock rate | 0.763 GHz |
| Core area | 0.00342 mm² |
| Die extent in x | 80 µm |
| Vias | 290 |
| CP Class | input pin to output pin |
| Max Cap Violations | 0 |
| Arrival @ worst endpoint | 1.09 ns |
| Setup crit end kind | output pin |
| # fillers | 396 |
| Failing checks | negative setup slack |
| OpenROAD warnings | 34 |
| Worst path max stage delay | 0.54 ns |
| Slew headroom | 0.854 |
| Switching power total | 0.0000598 W |
| P_leak | 0.183 nW |
| Worst IR Drop VDD | 50.7 µV |
| Mux cell area share | 0 |
| IO Pins | 11 |
| Critical Path RT | 0.88 ns |
| Chip area | 0.00640 mm² |
| Worst path cell trace | buf_12, or4b_4, o211ai_1, buf_2 |
| RSZ-0062 raised after global routing | true |
| Antenna violations before repair | 0 |
| Comb power frac | 1.000 |
| Post-synth cell types | 21 |
| Die Y | 80 µm |
| Vias per cell | 3.12 |
| XORs/XNORs by Area | 0.0393 |
| GRT Total Usage | 0.0240 |
| Ys Warns | 0 |
| Vias in the first global route | 262 |
| Storage cell area | 0 µm² |
| Hold buffers post-CTS | 0 |
| Largest net degree at the start of global routing | 10 |
| GRT overflow | 0 |
| Post-synthesis cell count | 32 |
| FA/HA/MAJ Cells, Area Fraction | 0 |
| Crit-path leading delay family | simple AND/OR/NAND/NOR gates |
| Avg Synthesized Cell Area | 6.96 µm² |
| Total Wirelength | 821 µm |
| Yosys stat area | 223 µm² |
| Power Density | 330 mW/mm² |
| Switch share | 0.394 |
| DP Wirelength | 627 µm |
| Simple-Gate Fraction of Synth Area | 0.489 |
| # port buffers | 11 |
| Comb area | 226 µm² |
| Worst-Margin Slew | 0.217 ns |
| DRC errors left | 0 |
-- cells in the final DEF (no fill, tap or decap), drive strengths merged --
cell type	instances
buf	19
or4b	3
o211ai	3
nand2b	3
inv	2
nand3	2
nand4b	2
o21ai	2
xnor2	1
nand2	1
a21boi	1
or3b	1
a22oi	1
o2111ai	1
o21a	1
nor2b	1
or2b	1
o221ai	1
or3	1
-- area by class of cell --
type               instances  share of cell area
inverters                  2              0.0163
multi-input cells         26               0.493
well taps                 46               0.125
repair buffers            19               0.365
-- through the flow --
stage               TNS (ns)  cells  hold WS (ns)  cell area [µm²]
floorplan                  0     32         0.551              223
finish                -0.962     93         0.790              459
detailed placement     -7.06     92          1.55              418
global route           -1.32     93         0.823              459
global placement       -7.04     92          1.54              418
CTS                    -1.15     93         0.797              415
-- worst paths after layout --
kind	start	endpoint	slack (ns)	depth (start not counted)
worst min-delay path	SW[3]	HEX0[0]	0.79	4
worst max-delay path	SW[1]	HEX0[0]	-0.21	4
-- metal layers --
metal  up-vias  track usage  share of wire  wire, µm
li1        152            -              -         -
met1       134       0.0363           0.52       423
met2         4       0.0393           0.48       394
met3         0            0         0.0037         3
met4         0            0              0         0
met5         -            0              0         0
-- kinds of logic after synthesis --
family	Yosys count
AND-OR/OR-AND	10
buffers and inverters	6
AND/OR/NAND/NOR	15
XOR/XNOR	1
-- synthesized netlist by cell type --
master / n / area, µm²
nand2b_1: 3 / 18.8
o211ai_1: 3 / 22.5
or4b_1: 3 / 30.0
buf_2: 2 / 10.0
inv_1: 2 / 7.51
nand3_1: 2 / 10.0
nand4b_1: 2 / 17.5
o21ai_0: 2 / 10.0
a21boi_0: 1 / 7.51
a22oi_1: 1 / 7.51
buf_6: 1 / 11.3
clkbuf_1: 1 / 3.75
nand2_1: 1 / 3.75
nor2b_1: 1 / 6.26
o2111ai_1: 1 / 8.76
o21a_1: 1 / 7.51
o221ai_1: 1 / 8.76
or2b_1: 1 / 7.51
or3_1: 1 / 6.26
or3b_1: 1 / 8.76
xnor2_1: 1 / 8.76
-- what timing repair did --
| action | in CTS | in global routing |
|---|---|---|
| gates resized | 52 | 10 |
| endpoints found under the setup margin | 7 | 7 |
| hold endpoints to repair | 0 | 0 |
| setup buffers | 1 | 0 |
| pin swaps | 5 | 4 |
-- power by group through the flow --
stage | Sequential [W] | Clock, W | Combinational [W]
final | 0 | 0 | 0.000152
after global routing | 0 | 0 | 0.000169
after CTS | 0 | 0 | 0.000134
No activity file was given, so power comes from the tool's default toggle rates.
